[./design.v]
module traffic_light (
    input  clk,
    input  rst,
    input  pass,
    output reg R,
    output reg G,
    output reg Y
);
reg [2:0]state, next_state;
reg [9:0]counter;
reg counter_reset;
always @(posedge clk or posedge rst) begin
    if(rst)begin
        state <= 0;
    end
    else begin
        if(pass)begin
            state <= 0;
        end
        else begin
            state <= next_state;
        end
    end
end
always @(state or counter) begin
    case(state)
        3'd0: begin 
           if(counter == 511)begin
               counter_reset = 1;
               next_state = 1;
           end 
           else begin
               counter_reset = 0;
               next_state = 0;
           end
           R = 0;
           G = 1;
           Y = 0;
        end 
        3'd1: begin 
            if(counter == 63)begin
               counter_reset = 1;
               next_state = 2;
           end 
           else begin
               counter_reset = 0;
               next_state = 1;
           end
           R = 0;
           G = 0;
           Y = 0;
        end
        3'd2: begin 
            if(counter == 63)begin
               counter_reset = 1;
               next_state = 3;
           end 
           else begin
               counter_reset = 0;
               next_state = 2;
           end
           R = 0;
           G = 1;
           Y = 0;
        end
        3'd3: begin 
            if(counter == 63)begin
               counter_reset = 1;
               next_state = 4;
           end 
           else begin
               counter_reset = 0;
               next_state = 3;
           end
           R = 0;
           G = 0;
           Y = 0;
        end
        3'd4: begin 
            if(counter == 63)begin
               counter_reset = 1;
               next_state = 5;
           end 
           else begin
               counter_reset = 0;
               next_state = 4;
           end
           R = 0;
           G = 1;
           Y = 0;
        end
        3'd5: begin 
            if(counter == 255)begin
               counter_reset = 1;
               next_state = 6;
           end 
           else begin
               counter_reset = 0;
               next_state = 5;
           end
           R = 0;
           G = 0;
           Y = 1;
        end
        3'd6: begin 
            if(counter == 511)begin
               counter_reset = 1;
               next_state = 0;
           end 
           else begin
               counter_reset = 0;
               next_state = 6;
           end
           R = 1;
           G = 0;
           Y = 0;
        end
    endcase  
end
always @(posedge clk) begin
    if((pass && state != 0) || counter_reset == 1|| rst)begin
        counter <= 0;
    end
    else begin
        counter <= counter + 1;
    end
end
endmodule
[./run.sh]
#!/bin/bash
# OpenROAD 26Q1-2900-gdf79404cd8, Yosys 0.63+post, stock flow scripts
make -C /OpenROAD-flow-scripts/flow DESIGN_CONFIG=/design/flow/config.mk WORK_HOME=/design/flow/orfs finish
[./config.mk]
export PLATFORM = sky130hd
export DESIGN_NAME = traffic_light
export DESIGN_NICKNAME = traffic_light
export VERILOG_FILES = /design/flow/design.v
export SDC_FILE = /design/flow/constraint.sdc
export NUM_CORES = 4
export LEC_CHECK = 1
export CORE_AREA = 10 10 86 86
export DIE_AREA = 0 0 96 96
[./constraint.sdc]
current_design traffic_light

set clk_period 3.1
set clk_io_pct 0.2

create_clock -name clk0 -period $clk_period [get_ports {clk}]

set non_clock_inputs [all_inputs -no_clocks]
set_input_delay [expr $clk_period * $clk_io_pct] -clock clk0 $non_clock_inputs
set_output_delay [expr $clk_period * $clk_io_pct] -clock clk0 [all_outputs]
==> Changelog: implementation <==
### Metrics

- Commonest cells post-synth: nor2_1 (17), dfxtp_1 (10), dlxtn_1 (7), nand2_1 (7), xor2_1 (6)
- Htree depth: 1
- Peak supply drop: 0.0001548 V
- Cell family contributing the most delay on the critical path: simple AND/OR/NAND/NOR gates
- First-pass GRT wire length: 2615 um
- Fmax achieved: 624.1 MHz
- DRT met1 WL: 803 um
- Die Y: ~96 um
- CTS buffer count: 3
- FP Util: 0.1549
- Post-Route WL: 1572 um
- Leakage: 0.3845 nW
- Gate Count Post-Synth: 99
- Hold buffers post-CTS: 0
- Registers, synthesis: 20
- CTS tree: yes
- P per Cell Area: roughly 330 nW/um2
- Final max-slew violation count: 0
- Slew margin rel.: 0.7448
- Initial drt markers: 33
- Worst-path clk slew: 0.05 ns
- GRT Resource Usage Total: 0.03424
- Most common reg cell: dfxtp_1
- WP data required: approximately 3.3 ns
- Clk buf depth: 2
- Met3 WL: between 100 and 150 um
- Number of synthesis warnings: 1
- Final setup fails: 0
- Critical path cell sequence: or3_4 > a211o_1 > nor2_1
- Mean Syn Cell Area: 8.670 um2
- Vias: 654
- WS Path Type: register to register
- Top cells by area: dfxtp_1 (23%), dlxtn_1 (12%), dfrtp_1 (8.7%)
- Number of vias per cell: 3.737
- DP HPWL: 1161 um
- Post-route ant nets: 0
- DR WL/cell: 8.983 um
- Final hold vios: 0
- Ys async rst share: 0.1500
- Post-synth cell types: 33
- DR top layer: met3
- Post-Syn Area: 858.3 um2
- Largest net degree at the start of global routing: 13
- ANT cells: 0
- Minimum clock period: 1.602 ns
- Status: completed
- Initial antenna violation count: 0
- Area Growth Syn to Fin: 17.49%
- Final Skew: 0.001345 ns
- Yosys Instances: 99
- Site Rows: 27
- Startpoint Class: register
- DRC Markers: 0
- Setup repair bufs after CTS: 0
- Setup TNS: 0 ns
- Logic cell area: 427.9 um2
- Number of I/O pins: 6
- Maxcap violations: 0
- Final WS setup: 1.498 ns
- Slowest stage cell, crit path: dfrtp_1
- Crit path capture type: register
- Number of enable flip-flop cells: 0
- Core footprint: 5540 um2
- Min-delay worst type: register to register
- Layout cells sized above 1: 0.04854
- Yosys stat area: 858.3 um2
- Drt first pass iters: 4
- Port Buffer Count: 5
- RSZ-0062 raised after global routing: false
- Final Cell Area: slightly above 1000 um2
- Most frequent cell after synthesis: nor2_1
- DR WL met2: around 660 um
- Post-layout period usage of the worst path: 0.5169
- Die W: ~96 um
- CP Max Fanout: 12
- Insertion Delay late pin: 0.24 ns
- Slew @ Worst Pin: 0.3814 ns
- Placed Area: 963.4 um2
- CTS root buf: clkbuf_8
- Register area: 380.4 um2
- Fillers: 622
- Register pins left without a clock: 7
- Full die area: 9216 um2
- WP buf/inv: 0
- Area leader, netlist: dfxtp_1
- CP max stage delay: 0.51 ns
- DP Worst Slack: 1.377 ns
- Crit path DAT: 1.78 ns
- Tool warnings: 25
- RePlAce Congestion: 0.8058
- Vias in the first global route: 576
- Total grt overflow: 0
- Dominant cell area share: 0.2332
- Post_cts resized: 0
- Endpoints left unconstrained: 10
-- path summary, 6_finish.rpt --
check / from / endpoint / slack (ns) / cells past startpoint
max in group asynchronous: rst / state[0] / 2.39 / 2
max: state[0] / counter[6] / 1.50 / 3
max reg2reg: state[0] / counter[6] / 1.50 / 3
min in group asynchronous: rst / state[1] / 0.58 / 2
min reg2reg: counter[0] / counter[0] / 0.44 / 1
min: counter[0] / counter[0] / 0.44 / 1
-- cell usage in the layout, fill, tap and decap left out, types with 2 or more instances in the layout --
master / instances
nor2b_1: 3
o21ai_0: 5
nor2_1: 17
clkdlybuf4s50_1: 5
and3_1: 2
nand2_1: 7
inv_1: 4
nor3_1: 3
nand4_1: 5
xor2_1: 6
dlxtn_1: 7
a211o_1: 2
dfxtp_1: 10
xnor2_1: 3
clkbuf_8: 3
nand3_1: 2
dfrtp_1: 3
-- metal layers --
layer  global-route usage  up-vias
li1                     -      348
met1              0.04657      295
met2              0.05157       11
met3              0.01572        0
met4             0.001229        0
met5                    0        -
-- power breakdown --
group          internal [mW]  switching [mW]
Combinational        0.00591         0.00663
Sequential             0.171         0.00240
Clock                 0.0906          0.0565
-- registers in the layout (all words and copies together) (netlist names) --
register / count
G: 1
counter: 10
next_state: 3
R: 1
state: 3
counter_reset: 1
Y: 1
-- layout make-up --
cell class	count	area share
multi-input cells	70	0.4243
flip-flops and latches	20	0.3772
well taps	72	0.08933
repair buffers	5	0.04963
clock buffers	4	0.04466
inverters	4	0.01489
-- worst register-to-register path, stage by stage, from the launching register on --
cell     delay [ns]
dfrtp_1        0.51
or3_4          0.45
a211o_1        0.44
nor2_1         0.14
-- kinds of logic after synthesis --
logic type,after synthesis,share of synthesized area
multiplexers,1,0.01166
buffers and inverters,9,0.05830
XOR/XNOR,9,0.09184
AND/OR/NAND/NOR,46,0.2799
latches,7,0.1224
adder cells (fa/ha/maj),1,0.01457
flip-flops,13,0.3207
AND-OR/OR-AND,13,0.1006
-- through the flow --
stage                     power (mW)  cells  hold slack (ns)    util
final                         0.3333    175           0.4441  0.1820
after global routing          0.3512    175           0.4770  0.1820
after CTS                     0.3373    175           0.4493  0.1820
after detailed placement      0.1899    171           0.4351  0.1739
after global placement        0.1890    171           0.4261  0.1739
after floorplan               0.1856     99           0.3736       -
No activity file was given, so power comes from the tool's default toggle rates.
