### design/flow/constraint.sdc
current_design CS

set clk_period 26.6
set clk_io_pct 0.2

create_clock -name clk0 -period $clk_period [get_ports {clk}]

set non_clock_inputs [all_inputs -no_clocks]
set_input_delay [expr $clk_period * $clk_io_pct] -clock clk0 $non_clock_inputs
set_output_delay [expr $clk_period * $clk_io_pct] -clock clk0 [all_outputs]
### design/flow/config.mk
export PLATFORM = sky130hd
export DESIGN_NAME = CS
export DESIGN_NICKNAME = CS
export VERILOG_FILES = /design/flow/design.v
export SDC_FILE = /design/flow/constraint.sdc
export NUM_CORES = 4
export LEC_CHECK = 1
export CORE_UTILIZATION = 40
### design/flow/run.sh
#!/bin/bash
# OpenROAD 26Q1-2900-gdf79404cd8, Yosys 0.63+post, stock flow scripts
make -C /OpenROAD-flow-scripts/flow DESIGN_CONFIG=/design/flow/config.mk WORK_HOME=/design/flow/orfs finish
### design/flow/design.v
`timescale 1ns/10ps
module CS(Y, X, reset, clk);
  input clk, reset; 
  input 	[7:0] X;
  output 	[9:0] Y;
    reg [9:0] Y;
    wire [12:0]y_tmp;
    reg [12:0]x_reg[8:0];
    wire [12:0]x_reg_tmp[8:0];
    wire [12:0]x_avg;
    reg [3:0]cnt;
    integer i;
    wire [9:0]a,b,c,d,e,f,g,x_appr;
    always @(posedge clk or posedge reset) begin
        if (reset)begin
            for(i = 0;i < 9 ;i = i+1)begin
                x_reg[i] <= 0;
            end
            cnt <= 0;
        end
        else begin
            x_reg[8] <= X;  
            for(i = 0; i < 8; i = i+1)begin
                x_reg[i] <= x_reg[i+1];
            end
            if (cnt<4'd9)begin
                cnt <= cnt + 4'd1;
            end
            else begin
                cnt <= cnt;
            end
        end
    end
    always @(negedge clk) begin
        if (cnt == 4'd9)begin
            Y <= y_tmp[12:3];
        end
        else begin
            Y <= 0;
        end
    end
    assign x_avg        = (x_reg[0]+x_reg[1]+x_reg[2]+x_reg[3]+x_reg[4]+x_reg[5]+x_reg[6]+x_reg[7]+x_reg[8])/9;
    assign x_reg_tmp[0] = (x_reg[0] <= x_avg)? x_reg[0]:0;
    assign x_reg_tmp[1] = (x_reg[1] <= x_avg)? x_reg[1]:0;
    assign x_reg_tmp[2] = (x_reg[2] <= x_avg)? x_reg[2]:0;
    assign x_reg_tmp[3] = (x_reg[3] <= x_avg)? x_reg[3]:0;
    assign x_reg_tmp[4] = (x_reg[4] <= x_avg)? x_reg[4]:0;
    assign x_reg_tmp[5] = (x_reg[5] <= x_avg)? x_reg[5]:0;
    assign x_reg_tmp[6] = (x_reg[6] <= x_avg)? x_reg[6]:0;
    assign x_reg_tmp[7] = (x_reg[7] <= x_avg)? x_reg[7]:0;
    assign x_reg_tmp[8] = (x_reg[8] <= x_avg)? x_reg[8]:0;
    assign a = (x_reg_tmp[0]>x_reg_tmp[1]) ? x_reg_tmp[0] : x_reg_tmp[1];
    assign b = (x_reg_tmp[2]>x_reg_tmp[3]) ? x_reg_tmp[2] : x_reg_tmp[3];
    assign c = (x_reg_tmp[4]>x_reg_tmp[5]) ? x_reg_tmp[4] : x_reg_tmp[5];
    assign d = (x_reg_tmp[6]>x_reg_tmp[7]) ? x_reg_tmp[6] : x_reg_tmp[7];
    assign e = (x_reg_tmp[8]>a) ? x_reg_tmp[8] : a;
    assign f = (b>c)?b:c;
    assign g = (d>e)?d:e;
    assign x_appr = (f>g)?f:g;
    assign y_tmp  = x_reg[0]+x_appr+x_reg[1]+x_appr+x_reg[2]+x_appr+x_reg[3]+x_appr+x_reg[4]+x_appr+x_reg[5]+x_appr+x_reg[6]+x_appr+x_reg[7]+x_appr+x_reg[8]+x_appr;
endmodule
==> flow_results.xml <==
<?xml version="1.0" encoding="UTF-8"?>
<metrics>
  <group name="run_status">
    <metric name="outcome" unit="">finished with violations</metric>
    <metric name="violations_in_the_final_reports" unit="">negative setup slack</metric>
  </group>
  <group name="final_layout">
    <metric name="post-route-util" unit="">0.610</metric>
    <metric name="design_area" unit="mm2">0.0188</metric>
    <metric name="finish.cell_count_without_fillers" unit="">2343</metric>
    <metric name="largest_register_ffs" unit="">72</metric>
    <metric name="synth_to_layout_area_growth" unit="%">49.1</metric>
    <metric name="post_route_cells_drive_above_1_share" unit="">0.395</metric>
  </group>
  <group name="timing">
    <metric name="whs" unit="ns">0.495</metric>
    <metric name="setup_viol_count_final" unit="">10</metric>
    <metric name="clk_skew" unit="ns">0.0662</metric>
    <metric name="final_hold_viol_count" unit="">0</metric>
    <metric name="worst_slew_pin_slew" unit="ns">0.753</metric>
    <metric name="worst_setup_slack_after_layout" unit="ns">-6.77</metric>
    <metric name="finalSetupTns" unit="ns">-63.52</metric>
    <metric name="unrepaired_setup_endpoints_after_global_routing" unit="">yes</metric>
    <metric name="final-max-slew-violation-count" unit="">0</metric>
    <metric name="maxSlewHeadroom" unit="">0.498</metric>
  </group>
  <group name="place">
    <metric name="port_buffers" unit="">19</metric>
    <metric name="finalWeightedCongestion" unit="">0.968</metric>
    <metric name="dpl.hpwl" unit="um">33500</metric>
    <metric name="post-place-cells" unit="">2248</metric>
    <metric name="post_dp_cell_area" unit="mm2">0.0171</metric>
    <metric name="place_ws" unit="ns">-7.24</metric>
  </group>
  <group name="synthesis">
    <metric name="ys_types" unit="">89</metric>
    <metric name="ys_top_cells_by_count" unit="">sky130_fd_sc_hd__inv_1, sky130_fd_sc_hd__ha_1, sky130_fd_sc_hd__fa_1</metric>
    <metric name="netlist.top_cell.by_area" unit="">sky130_fd_sc_hd__fa_1</metric>
    <metric name="ys_warn_count" unit="">2</metric>
    <metric name="netlist.area_leader.share" unit="">0.191</metric>
    <metric name="yosys.stat.chipArea" unit="mm2">0.0126</metric>
    <metric name="synth_dominant_cell_count" unit="">sky130_fd_sc_hd__inv_1</metric>
    <metric name="postSynth.asyncResetShare" unit="">0.884</metric>
    <metric name="syn-mean-instance-area" unit="um2">9.00</metric>
    <metric name="post_synth_inst_count" unit="">1399</metric>
    <metric name="synth.cell_area" unit="mm2">0.0126</metric>
    <metric name="ys_top_cells_by_area" unit="">sky130_fd_sc_hd__fa_1, sky130_fd_sc_hd__ha_1, sky130_fd_sc_hd__dfrtp_1, sky130_fd_sc_hd__inv_1, sky130_fd_sc_hd__nand2_1</metric>
    <metric name="synth_top_flop_cell" unit="">sky130_fd_sc_hd__dfrtp_1</metric>
    <metric name="yosysSeqAreaShare" unit="">0.167</metric>
    <metric name="ys_cells" unit="">1399</metric>
    <metric name="ys_flops" unit="">86</metric>
    <metric name="edf_count" unit="">0</metric>
  </group>
  <group name="critical_path">
    <metric name="worstSetupStartpointType" unit="">flop</metric>
    <metric name="required" unit="ns">13.58</metric>
    <metric name="timing.setup.critical_path_class" unit="">reg -&gt; reg</metric>
    <metric name="largest_fanout_on_the_critical_path" unit="">8</metric>
    <metric name="timing.critical_path.to_type" unit="">flop</metric>
    <metric name="cpMaxStageDelayCell" unit="">sky130_fd_sc_hd__fa_1</metric>
    <metric name="critPathMostFrequentCell" unit="">sky130_fd_sc_hd__o21a_1</metric>
    <metric name="critical-path-max-stage-delay" unit="ns">0.59</metric>
    <metric name="arrival" unit="ns">20.35</metric>
  </group>
  <group name="clock_tree">
    <metric name="clock_tree.buffer_depth" unit="">2</metric>
    <metric name="cts.htree.levels" unit="">3</metric>
    <metric name="num_cts_buffers" unit="">9</metric>
    <metric name="holdBufCountCts" unit="">0</metric>
    <metric name="tritoncts" unit="">yes</metric>
    <metric name="cts.reportedPaths.clkPinSlew" unit="ns">0.07</metric>
    <metric name="cts_num_sinks" unit="">86</metric>
    <metric name="clock_latency_on_the_worst_skew_pair" unit="ns">0.41</metric>
    <metric name="cts.root.buffer_cell" unit="">sky130_fd_sc_hd__clkbuf_16</metric>
  </group>
  <group name="route">
    <metric name="routed_wire_per_std_cell" unit="um">17.5</metric>
    <metric name="n_antenna_cell" unit="">0</metric>
    <metric name="num_vias" unit="">12300</metric>
    <metric name="drc_errors" unit="">0</metric>
    <metric name="drt-pass1-iter-count" unit="">5</metric>
    <metric name="routed_wirelength" unit="um">41100</metric>
    <metric name="postRouteAntennaNets" unit="">0</metric>
    <metric name="detail_route.iter0.violations" unit="">538</metric>
    <metric name="via_per_inst" unit="">5.25</metric>
  </group>
  <group name="die">
    <metric name="fp.coreArea" unit="mm2">0.0307</metric>
    <metric name="die-height" unit="um">179</metric>
    <metric name="floorplan.core_util" unit="">0.409</metric>
    <metric name="boundaryPins" unit="">20</metric>
    <metric name="dieWidth" unit="um">179</metric>
    <metric name="die-area" unit="mm2">0.0322</metric>
    <metric name="core.rowCount" unit="">64</metric>
  </group>
  <group name="global_routing">
    <metric name="antenna_violations_before_repair" unit="">0</metric>
    <metric name="first_global_vias" unit="">12500</metric>
    <metric name="grt_overflow" unit="">0</metric>
    <metric name="grt_start_max_net_pins" unit="">57</metric>
    <metric name="grt.total_usage" unit="">0.271</metric>
    <metric name="grt_pass1_wl" unit="um">65400</metric>
  </group>
  <group name="job">
    <metric name="number_of_warning_messages_in_the_logs" unit="">43</metric>
    <metric name="max-cap-violations" unit="">0</metric>
  </group>
  <group name="min_path">
    <metric name="hold_path.class" unit="">reg -&gt; reg</metric>
  </group>
</metrics>
[layer usage]
metal	routed length (um)	share of wire	GRT usage
met5	0	0	0
met1	18000	0.44	0.380
met2	18100	0.44	0.408
met3	3860	0.094	0.101
met4	1120	0.027	0.0610
[cell type report]
class / count / area (um2)
Tap cell: 396 / 495
Clock buffer: 10 / 229
Multi-Input combinational cell: 1088 / 10800
Timing Repair inverter: 1 / 7.51
Sequential cell: 86 / 2100
Fill cell: 2529 / 12000
Clock inverter: 15 / 104
Timing Repair Buffer: 544 / 4230
Inverter: 203 / 763
[logic make-up after synthesis]
| family | Yosys count | synth area share |
|---|---|---|
| AND/OR/NAND/NOR | 366 | 0.146 |
| XOR/XNOR | 33 | 0.0242 |
| adder cells (fa/ha/maj) | 295 | 0.364 |
| multiplexers | 33 | 0.0268 |
| AND-OR/OR-AND | 361 | 0.203 |
| flip-flops | 86 | 0.167 |
| buffers and inverters | 225 | 0.0690 |
[cells in the final DEF, fill, tap and decap left out, drive strengths merged, types with 27 or more instances in the layout]
master and n:
a21oi 69, xnor2 29, o21ai 81, nand4 35
buf 525, nor2 76, mux2i 27, nor2b 28
fa 120, o21a 52, inv 214, nand2 108
ha 172, dfrtp 76
[final timing paths]
| path | from | end | slack, ns | depth (start not counted) |
|---|---|---|---|---|
| worst max-delay path | x_reg[2][3] | Y[8] | -6.77 | 105 |
| worst min register to register | x_reg[2][1] | x_reg[1][1] | 0.50 | 1 |
| worst max register to register | x_reg[2][3] | Y[8] | -6.77 | 105 |
| worst min-delay path | x_reg[2][1] | x_reg[1][1] | 0.50 | 1 |
| max in group asynchronous | reset | x_reg[2][3] | 20.30 | 3 |
| min in group asynchronous | reset | x_reg[8][7] | 5.25 | 2 |
[what timing repair did]
action | in CTS | in global routing
pin swaps | 89 | 80
cloned | 1 | 0
endpoints found under the setup margin | 10 | 10
gates resized | 82 | 97
buffers inserted | 51 | 22
[critical path, delay by kind of cell (launching register included)]
family	cells	cell delay, ns
AND/OR/NAND/NOR	21	2.80
flip-flops	1	0.37
multiplexers	1	0.20
buffers and inverters	17	1.92
adder cells (fa/ha/maj)	18	6.75
XOR/XNOR	2	0.38
AND-OR/OR-AND	46	7.59
